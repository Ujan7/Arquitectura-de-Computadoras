==> flow/design.v <==
module adder #(parameter N = 64)
					(input logic [N-1:0] a, b,
					output logic [N-1:0] y);
	assign y = a + b;
endmodule
module fetch #(parameter N =64)
				  (input logic PCSrc_F, clk, reset,
				   input logic [63:0] PCBranch_F,
				   output logic [63:0] imem_addr_F);
	logic [N-1:0] add_out, mux_out;
	flopr #(N) PC (clk, reset, mux_out, imem_addr_F);
	mux2 #(N) MUX (add_out, PCBranch_F, PCSrc_F, mux_out);
	adder #(N) ADD (imem_addr_F, 64'b100, add_out);
endmodule
module flopr #(parameter N = 64)
				  (input logic clk, reset, 
				   input logic [N-1:0] d,
				   output logic [N-1:0] q);
	always_ff @(posedge clk, posedge reset)
	begin
		if (reset)
			q <= '0;
		else
			q <= d;
	end
endmodule
module mux2 #(parameter N = 64)
				 (input logic [N-1:0] d0, d1,
				  input logic s,
				  output logic [N-1:0] y);
	assign y = s ? d1 : d0;
endmodule
==> flow/run.sh <==
#!/bin/bash
# OpenROAD 26Q1-2900-gdf79404cd8, Yosys 0.63+post, stock flow scripts
make -C /OpenROAD-flow-scripts/flow DESIGN_CONFIG=/design/flow/config.mk WORK_HOME=/design/flow/orfs finish
==> flow/config.mk <==
export PLATFORM = sky130hd
export DESIGN_NAME = fetch
export DESIGN_NICKNAME = fetch
export VERILOG_FILES = /design/flow/design.v
export SDC_FILE = /design/flow/constraint.sdc
export NUM_CORES = 4
export LEC_CHECK = 1
export CORE_UTILIZATION = 50
==> flow/constraint.sdc <==
current_design fetch

set clk_period 12.9
set clk_io_pct 0.2

create_clock -name clk0 -period $clk_period [get_ports {clk}]

set non_clock_inputs [all_inputs -no_clocks]
set_input_delay [expr $clk_period * $clk_io_pct] -clock clk0 $non_clock_inputs
set_output_delay [expr $clk_period * $clk_io_pct] -clock clk0 [all_outputs]
==> reports/results.ini <==
[run_status]
status=finished clean

[timing]
min_period_ns=4.05
fin_crit_sh=0.314
fin_skew_ns=0.00934
fmax_ghz=0.247
whs_ns=0.515
tightestPinTransition_ns=0.847
rsz0062_at_grt=false
setup-violations-final=0
hold_viol_final=0
slew_viol_final=0
worst_slack_ns=8.85
finalSetupTns_ns=0
relSlewSlack=0.435

[clock_network]
htreeDepth=3
cts_num_sinks=64
cts_buffers=9
cts_hold_buffers=0
cts_setup_buffers=0
cts_tree=built
cts_buffer_depth=2
clock_latency_ns=0.34
cts_resized=0
cts_root_buffer=clkbuf_8
clkTransAtPathRegs_ns=0.07

[synthesis]
synthAoiAreaFrac=0.110
simple_gate_share=0.293
synth_area_per_cell_um2=8.55
ys_sh_mux=0.0209
synth-edff-count=0
topCellsByArea=dfrtp_1 (44%), o21ai_0 (7.1%), nand2_1 (7.1%)
yosysWarnings=1
yosys.area_share.xor_xnor=0.106
netlist_area_um2=3650
ys_sh_adder=0.00343
async_flop_share=1.00
synthFlopType=dfrtp_1
netlist_instances=427
netlist_logic_family_top=simple AND/OR/NAND/NOR gates
ys_cells=427
ys_seq_share=0.439
yosys.area.top_type=dfrtp_1
netlist.area_leader.share=0.439
netlist-cell-type-count=32
synth-seq-cells=64
ys_area_um2=3650

[grt]
top_usage_layer=met1
grt-ovfl-total=0
grt_use_met3=0.0327
grt_use_total=0.267
grtUsageMet2=0.415
gr-usage-met1=0.421
grt_pass1_vias=3334
antenna_found_initial=0
grt_max_degree=65
grt_first_pass_wirelength_mm=15.7

[layout]
nFillCells=503
post-route-util=0.752
drive_gt1_frac=0.0541
final_area_um2=5200
largest_reg_flops=64
lay_top_cells=clkdlybuf4s50_1 (129), nand2_1 (69), dfrtp_1 (64)
syn2layout_area_growth_pct=42.4
regMostFlops=PC.q
final_common_cell=clkdlybuf4s50_1
seqCellArea_um2=1600
fin_cells=651
top_regs=PC.q (64)
comb_area_um2=1960

[worst_setup_path]
critPathMaxFanout=45
reg2regPathDepth=5
arrival_ns=4.27
crit_type=in2reg
end_kind=flip-flop
start_kind=input pin
required_ns=13.12

[die]
coreArea_um2=6910
die-width_um=87.4
fp_util=0.528
rows=30
die-area_um2=7640
fp.dieH_um=87.4
io_pins=131

[route]
firstDrtPassIters=5
vias=3652
drt_iter0_drc=252
wl_mm=9.57
antenna_cells=0
viasPerCell=5.61
wl_per_cell_um=14.7
route.detailed.drc=0
drtAntennaViolNets=0

[run]
warnings=26
drv_cap=0

[placed_design]
routabilityCongestion=0.864
place_inst=639
dp_hpwl_mm=6.86
pre_cts_slack_ns=8.51
port_buffers=130
place_area_um2=5050

[power]
power_uw=489
comb_power_share=0.204
power_density_nw_per_um2=94.1
intPower_uw=358
sequentialPowerShare=0.508
ir_drop_uv=55.4
leakage_nw=1.95
clkPwrFrac=0.288
switchingPower_uw=131
switching_share=0.268

[worst_hold_path]
min_path_cells=1
hold_path.class=reg2reg

critical path: stages:
cell	delay, ns
buf_2	0.49
inv_1	0.58
nand2_1	0.23
mux2i_1	0.09
or2_2	0.30
logic make-up (layout without fill, tap and decap cells):
logic type                 after synthesis  count (layout)
AOI/OAI and AO/OA                       73              73
xor gates and xnor gates                44              44
adders and majority gates                1               1
buffers and inverters                   27             155
DFF                                     64              64
muxes                                    7               7
and+or+nand+nor                        211             211
per-layer routing:
layer	routed length [µm]	up-vias	part of all wire
met2	4420	132	0.46
met1	4380	1699	0.46
met3	593	18	0.062
li1	-	1803	-
met4	184	0	0.019
met5	0	-	0
area by class of cell:
type,instances,share of cell area
multi-input cells,336,0.378
well taps,96,0.0231
inverters,8,0.00578
clock buffers,10,0.0265
flip-flops and latches,64,0.308
repair buffers,135,0.257
clock inverters,2,0.00193
power groups by stage:
stage,Combinational [mW],Sequential (mW),Clock (mW)
6_report,0.0998,0.248,0.141
5_1_grt,0.111,0.252,0.150
4_1_cts,0.101,0.248,0.143
cell usage after synthesis, drive strengths merged (12+ instances only):
| cell | n |
|---|---|
| dfrtp | 64 |
| nor4 | 12 |
| nor2 | 29 |
| o21ai | 52 |
| nand4 | 26 |
| a31oi | 12 |
| xor2 | 27 |
| nand3 | 31 |
| clkbuf | 18 |
| nand2 | 69 |
| xnor2 | 17 |
worst paths after layout:
path                            slack, ns                   to           startpoint
max in group asynchronous            9.58   PC.q[41]$_DFF_PP0_                reset
worst min register to register       0.51  PC.q[0]$_DFFE_PP0P_  PC.q[0]$_DFFE_PP0P_
worst max register to register      10.19   PC.q[55]$_DFF_PP0_   PC.q[23]$_DFF_PP0_
min in group asynchronous            2.80    PC.q[6]$_DFF_PP0_                reset
worst max-delay path                 8.85   PC.q[57]$_DFF_PP0_              PCSrc_F
worst min-delay path                 0.51  PC.q[0]$_DFFE_PP0P_  PC.q[0]$_DFFE_PP0P_
Power and IR drop assume default switching activity.
