==> /design/flow/config.mk <==
export PLATFORM = sky130hd
export DESIGN_NAME = exception
export DESIGN_NICKNAME = exception
export VERILOG_FILES = /design/flow/design.v
export SDC_FILE = /design/flow/constraint.sdc
export NUM_CORES = 4
export LEC_CHECK = 1
export CORE_UTILIZATION = 30
==> /design/flow/constraint.sdc <==
current_design exception

set clk_period 20.2
set clk_io_pct 0.2

create_clock -name clk0 -period $clk_period [get_ports {clk}]

set non_clock_inputs [all_inputs -no_clocks]
set_input_delay [expr $clk_period * $clk_io_pct] -clock clk0 $non_clock_inputs
set_output_delay [expr $clk_period * $clk_io_pct] -clock clk0 [all_outputs]
==> /design/flow/design.v <==
module mux2 #(parameter N = 64)
				 (input logic [N-1:0] d0, d1,
				  input logic s,
				  output logic [N-1:0] y);
	assign y = s ? d1 : d0;
endmodule
module comp_n #(parameter N=64)
			   (input logic [N-1:0] a, b,
				output logic eq);
	assign eq = a === b;
endmodule
module esync (input logic Exc, resetEsync, reset,
			  output logic out);
	always @(Exc, resetEsync, reset) begin
		if(reset) out <= 1'b0;
		if(resetEsync) out <= 1'b0;			
		if(Exc) out <= 1'b1;
	end
endmodule
module exception (input logic clk, reset, Exc, ERet,
				  input logic [3:0] EStatus,
				  input logic [63:0] NextPC_X, imem_addr_X, ALUBranch_X,
				  input logic [1:0] EDataSel,
				  output logic ExcAck, EProc_X,
				  output logic [63:0] PCBranch_X, readData_X,
				  output logic [63:0] EVAddr_X);
	logic [63:0] Exc_vector = 64'hD8;
	assign EVAddr_X = Exc_vector;
	logic comp_out, sync_out, EProc;
	assign EProc = sync_out & ~reset;
	assign EProc_X = EProc;
	assign ExcAck = comp_out;
	comp_n  #(64) EV_Comp (imem_addr_X, Exc_vector, comp_out);
	esync         ESync   (Exc, comp_out, reset, sync_out);
	logic [63:0] ERR_out, ELR_out;
	logic [3:0] ESR_out;
	flopr_e #(64) ERR     (clk, reset, EProc, NextPC_X, ERR_out);
	flopr_e #(64) ELR     (clk, reset, EProc, imem_addr_X, ELR_out);
	flopr_e #(4)  ESR     (clk, reset, EProc, EStatus , ESR_out);
	mux2    #(64) RET_SEL (ALUBranch_X, ERR_out, ERet, PCBranch_X);
	mux4    #(64) D_SEL   (ERR_out, ELR_out, {60'b0, ESR_out}, 64'b0, EDataSel, readData_X);
endmodule
module flopr_e #(parameter N = 64)
				(input logic clk, reset, enable,
				input logic [N-1: 0] d,
				output logic [N-1: 0] q);
	always_ff @(posedge clk, posedge reset)
		if (reset)       q <= '0;
		else if (enable) q <= d;
endmodule
module mux4 #(parameter N=64)
				(input logic [N-1:0] d0, d1, d2, d3,
				 input logic [1:0] s,
				 output logic [N-1:0] y);
assign y = s[1] ? (s[0] ? d3 : d2):(s[0] ? d1 : d0);
endmodule
==> /design/flow/run.sh <==
#!/bin/bash
# OpenROAD 26Q1-2900-gdf79404cd8, Yosys 0.63+post, stock flow scripts
make -C /OpenROAD-flow-scripts/flow DESIGN_CONFIG=/design/flow/config.mk WORK_HOME=/design/flow/orfs finish
==> results.json <==
{
  "cp-start-kind": "input port",
  "fin_skew_ps": 0,
  "dieHeight_um": 161.2,
  "final_layout_top_logic_cells": "clkdlybuf4s50_1 (328), dfrtp_1 (132), mux2_2 (127)",
  "seqCellArea_um2": 3318,
  "n_antenna_cell": 0,
  "yosysWarnings": 4,
  "drc": 0,
  "htree_num_levels": 4,
  "clock.latency.late_pin_ps": 410,
  "finalHoldViolations": 0,
  "ant_nets": 0,
  "rows": 57,
  "fp.dieW_um": 161.2,
  "power.leakage_uw": 0.004920,
  "cts_tree": "built",
  "core_um2": 24600,
  "postCtsHoldBufs": 0,
  "fin_util_pct": 46.70,
  "synth_area_leader_cell": "dfrtp_1",
  "gp_congestion": 0.8145,
  "ys_cells": 588,
  "rsz0062_at_grt": "no",
  "clk_pin_slew_ps": 60,
  "fp_util_pct": 30.90,
  "slowest_stage": "nor4_1",
  "ys.flops": 133,
  "drt-wirelength-per-cell_um": 18.12,
  "setup_viol": 0,
  "period_used_pct": 51.42,
  "ios": 396,
  "tightest_slew_ps": 767.0,
  "drv_cap": 0,
  "vias_per_cell": 4.412,
  "grt_pass1_wl_um": 34360,
  "cts_max_path_buffers": 2,
  "drive_gt1_share_pct": 26.36,
  "synth_area_um2": 7604,
  "vias": 5497,
  "grt_pass1_vias": 5543,
  "dr.pass1.iters": 4,
  "grt-ovfl-total": 0,
  "unclocked_pins": 1,
  "warning_count": 25,
  "grt_max_degree": 54,
  "status": "completed",
  "drt_wl_total_um": 22580,
  "antenna_found_initial": 0,
  "port_buffers": 331,
  "fmax_mhz": 96.28,
  "layout_top_cell": "clkdlybuf4s50_1",
  "cts-buffers-inserted": 17,
  "slew_headroom_pct": 48.86,
  "cts_resized": 0,
  "clock-root-buffer": "clkbuf_16",
  "crit_path_end_kind": "output port",
  "finalSetupTns_ps": 0,
  "logic_area_um2": 3776,
  "drtIter0Drc": 208,
  "cp.required_ps": 16160,
  "ys_area_um2": 7604,
  "yosys-top-cells-area": "dfrtp_1 (43%), mux2_2 (19%), mux2_4 (14%)",
  "untimed_endpoints": 1,
  "slew_viol_final": 0,
  "crit_type": "in2out",
  "crit_chain": "clkdlybuf4s50_1, nor4_1, nand4_1, nor4_2, clkdlybuf4s50_1",
  "ir_drop_v": 0.00004872,
  "die-area_um2": 25990,
  "power_density_nw_per_um2": 71.47,
  "post_cts_buffers": 0,
  "n_fill_cell": 2257,
  "cp_common_cell": "clkdlybuf4s50_1",
  "area_growth_pct": 51.13,
  "cp_slowest_stage_delay_ps": 560,
  "hpwl_um": 16690,
  "synth_top_area_share_pct": 43.44,
  "fin_crit_ps": 10390,
  "synth_cell_types": 23,
  "hp-class": "reg2reg",
  "synth.avg_cell_area_um2": 12.93,
  "synthesis.instances": 588,
  "critPathMaxFanout": 2,
  "arrival_ps": 6350,
  "grt_usage_pct": 17.87
}
==> per-stage QoR <==
stage | std cells | hold WS (ps) | setup WS [ps] | total power, uW | area, um2
5_1_grt | 1246 | 518.0 | 9644 | 862.7 | 11490
3_5_place_dp | 1214 | 493.5 | 9637 | 504.7 | 10880
4_1_cts | 1246 | 510.1 | 9632 | 836.0 | 11490
2_1_floorplan | 650 | 480.4 | 11420 | 399.9 | 7836
3_3_place_gp | 1214 | 491.2 | 9650 | 504.3 | 10880
6_report | 1246 | 503.3 | 9814 | 821.2 | 11490
==> registers in the layout, indices dropped and copies added (netlist names) <==
register / cells
ELR.q: 64
ERR.q: 64
ESR.q: 4
ESync.out: 1
==> logic make-up (layout without fill, tap and decap cells) <==
kind of cell,after synthesis,count (layout),share of synthesized area [%]
compound gates,4,4,0.2633
buf+inv,101,373,9.857
flops,132,132,43.44
latches,1,1,0.1974
mux,260,260,40.86
other cells,2,64,0.09877
simple gates,88,88,5.282
==> Yosys cell counts, drive strengths merged <==
cell type	number
and4b	1
buf	95
clkbuf	5
conb	2
dfrtp	132
dlxtn	1
inv	1
mux2	196
mux2i	64
nand2	4
nand4	4
nor2	60
nor2b	2
nor3	1
nor4	15
nor4b	1
o21ai	4
==> power breakdown <==
group	switching (uW)	internal (uW)
logic	50.3	131
registers	21.8	294
clock network	125	199
total	197	624
==> area by class of cell <==
cell class | instances | area share (%)
Tap cell | 324 | 3.528
Inverter | 1 | 0.07622
Clock inverter | 14 | 1.524
Multi-Input combinational cell | 416 | 32.86
Timing Repair Buffer | 340 | 29.31
Sequential cell | 133 | 28.88
Clock buffer | 18 | 3.822
==> metal layers <==
metal	track usage [%]	vias up	part of all wire, %
li1	-	2593	-
met1	25.32	2659	43
met2	29.39	231	49
met3	4.061	14	6.6
met4	2.144	0	1.4
met5	0	-	0
==> final timing paths <==
path,startpoint,endpoint,slack (ps),cells past startpoint
worst max-delay path,imem_addr_X[14],ExcAck,9810,5
worst min-delay path,ELR.q[29]$_DFFE_PP0P_,ELR.q[29]$_DFFE_PP0P_,500,1
worst max register to register,ERR.q[48]$_DFFE_PP0P_,ERR.q[48]$_DFFE_PP0P_,19370,1
worst min register to register,ELR.q[29]$_DFFE_PP0P_,ELR.q[29]$_DFFE_PP0P_,500,1
max in group asynchronous,reset,ELR.q[6]$_DFFE_PP0P_,15100,3
min in group asynchronous,reset,ERR.q[33]$_DFFE_PP0P_,4080,2
==> worst max-delay path, delay by kind of cell <==
family	cells	cell delay (ps)
buffers and inverters	2	990
and+or+nand+nor	3	1320
Power is estimated from default activity; no workload was simulated.
