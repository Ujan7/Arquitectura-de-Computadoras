File: run.sh
#!/bin/bash
# OpenROAD 26Q1-2900-gdf79404cd8, Yosys 0.63+post, stock flow scripts
make -C /OpenROAD-flow-scripts/flow DESIGN_CONFIG=/design/flow/config.mk WORK_HOME=/design/flow/orfs finish
File: config.mk
export PLATFORM = sky130hd
export DESIGN_NAME = execute
export DESIGN_NICKNAME = execute
export VERILOG_FILES = /design/flow/design.v
export SDC_FILE = /design/flow/constraint.sdc
export NUM_CORES = 4
export LEC_CHECK = 1
export CORE_AREA = 10 10 180 180
export DIE_AREA = 0 0 190 190
File: constraint.sdc
current_design execute

set clk_period 8.7
set clk_io_pct 0.2

create_clock -name clk0 -period $clk_period

set non_clock_inputs [all_inputs -no_clocks]
set_input_delay [expr $clk_period * $clk_io_pct] -clock clk0 $non_clock_inputs
set_output_delay [expr $clk_period * $clk_io_pct] -clock clk0 [all_outputs]
File: design.v
module adder #(parameter N = 64)
					(input logic [N-1:0] a, b,
					output logic [N-1:0] y);
	assign y = a + b;
endmodule
module alu #(parameter N = 4)
			  (input logic [63:0] a, b,
			   input logic [N-1:0] ALUControl,
			   output logic [63:0] result,
				output logic zero);
	always_comb
		begin
			case (ALUControl)
				4'b0000 : result = a & b;
				4'b0001 : result = a | b;
				4'b0010 : result = a + b;
				4'b0110 : result = a - b;
				4'b0111 : result = b;
				default : result = a;
			endcase
			zero = result === 0;
		end
endmodule
module execute #(parameter N = 64) 
					 (input logic [3:0] AluControl,
					  input logic [63:0] PC_E, signimm_E, readData1_E, readData2_E, 
					  output logic [63:0] PCBranch_E, aluResult_E, writeData_E, 
					  output logic zero_E);
	logic [N-1:0] mux_out, sl2_out;
	adder #(N) ADD (PC_E, sl2_out, PCBranch_E);
	sl2 #(N) SHIFTLFT2 (signImm_E, sl2_out );
	mux2 #(N) MUX (readData2, signImm_E,AluSrc,mux_out);
	alu #(4) ALU (readData1_E, mux_out, AluControl, aluResult_E, zero_E);
endmodule
module mux2 #(parameter N = 64)
				 (input logic [N-1:0] d0, d1,
				  input logic s,
				  output logic [N-1:0] y);
	assign y = s ? d1 : d0;
endmodule
module sl2 #(parameter N = 64)
				(input logic [N-1:0] a,					
				 output logic [N-1:0] y);
	assign y[0] = 1'b0;
	assign y[1] = 1'b0;
	assign y[N-1:2] = a[N-3:0];
endmodule
==> GITHUB_STEP_SUMMARY <==
## Synthesis and layout report

| Metric | Value |
|---|---|
| Crit path largest cell delay | `650 ps` |
| Flops | `0` |
| First-pass detailed-route iteration total | `4` |
| Maximum fanout along the worst path | `2` |
| Setup CP Type | `input port to output pin` |
| Cell Area, Synth | `1600 µm²` |
| Row count | `62` |
| Status | `completed` |
| Cell Area, Placed | `2660 µm²` |
| Global placement routability congestion | `0.728` |
| Hold_buf cts | `0` |
| Setup Viol. Count Final | `0` |
| Unrepaired setup endpoints after global routing | `false` |
| Crit end category | `output pin` |
| Initial antenna violation count | `1` |
| Top area cell types | `buf_4 (61%), nor2b_1 (25%), nor4_1 (5.5%)` |
| Log Warnings | `160` |
| Hold Crit Class | `input port to output pin` |
| Warnings, synthesis | `74` |
| Inserted Diodes | `0` |
| First-pass GRT wire length | `10.4 mm` |
| Core Region | `28,600 µm²` |
| Drc violations | `0` |
| ANT nets after route | `0` |
| Area leader, netlist | `buf_4` |
| Final hold violations | `0` |
| Number of cells in Yosys stat | `230` |
| Distinct lib cells used | `18` |
| Seq pwr share | `0%` |
| Grt ovf | `0` |
| Post-Layout Cell Count | `677` |
| Tcrit/Tclk final | `70.3%` |
| Sw frac | `27.3%` |
| Wire length per cell | `11.5 µm` |
| Final worst slack | `2590 ps` |
| Max-slew violations | `0` |
| Die ar. | `36,100 µm²` |
| Synthesis area per yosys | `1600 µm²` |
| Pleak | `0.923 nW` |
| Die Y | `190 µm` |
| CP arrival | `4370 ps` |
| IO buf count | `133` |
| Routed wire length | `7.80 mm` |
| CP required | `6960 ps` |
| Maxcap violations | `0` |
| Tot Pwr | `95.9 µW` |
| Layout cells sized above 1 | `1.37%` |
| Final Critical Period | `6110 ps` |
| Final Hold Slack | `3480 ps` |
| Core Util, Final | `9.30%` |
| Via/cell ratio | `2.19` |
| CP Buf/Inv Count | `2` |
| Combinational share of power | `100.0%` |
| Pint | `69.7 µW` |
| Via count | `1,482` |
| Register share after synthesis | `0%` |
| Largest net degree at the start of global routing | `48` |
| Syn_area_per_cell | `6.95 µm²` |
| Post-DP HPWL | `7.08 mm` |
| First DRT Iteration DRCs | `19` |
| Setup bufs post-CTS | `0` |
| Fin area | `2660 µm²` |
| TNS Setup | `0 ps` |
| Crit path max-delay family | `simple AND/OR/NAND/NOR gates` |
| Relative slew margins | `58.9%` |
| Critical path cell sequence | `clkdlybuf4s50_1, nor4_1, nand4_1, or4_1, a21oi_1, clkdlybuf4s50_1` |
| I/O pin total | `453` |
| Fp util | `5.59%` |
| Number of global-route vias before repair | `1,729` |
| FF/Latch Area | `0 µm²` |
| Pre-CTS WS | `2270 ps` |
| Die width | `190 µm` |
| Cell area power density | `36.0 nW/µm²` |
| Worst Max-Slew Pin Slew | `611 ps` |
| Post-Place Cells | `677` |
| Clock power frac | `0%` |
| Post-cts sizing count | `0` |
| Top-area cell type share of the netlist area | `60.6%` |
| Net Switching | `26.2 µW` |
| Crit-path slowest cell | `or4_1` |
| VDD IR-drop max | `0.00878 mV` |
| Layout clock buffer count | `0` |
| Layout overhead on the synthesized area | `66.4%` |
| Post-Syn Instances | `230` |
| CP most frequent cell | `clkdlybuf4s50_1` |
| CP Launch Type | `input port` |
| FMAX | `164 MHz` |
| All-Layer GR Usage | `3.78%` |
==> cells in the mapped netlist <==
cell / number
nor3_1: 1
buf_2: 5
or4_1: 1
nor4_1: 14
or3_4: 1
a221oi_1: 1
conb_1: 1
o21ai_0: 1
nor2b_1: 63
a21oi_4: 1
nand4_1: 4
nor2_1: 3
nand3_1: 1
nor4_2: 1
a21oi_1: 1
nand2_1: 1
inv_1: 1
buf_4: 129
==> layer usage <==
| metal | track usage [%] | part of all wire, % |
|---|---|---|
| met4 | 1.65 | 4.5 |
| met1 | 4.55 | 41 |
| met5 | 0 | 0 |
| met2 | 5.47 | 41 |
| met3 | 2.03 | 14 |
==> path summary, 6_finish.rpt <==
check | startpoint | end | slack [ps] | cells after the start
max | readData1_E[11] | zero_E | 2590 | 6
min | PC_E[0] | PCBranch_E[0] | 3480 | 0
==> power groups by stage <==
stage / clock network (mW) / logic [mW] / registers [mW]
after global routing: 0 / 0.107 / 0
after CTS: 0 / 0.0995 / 0
final: 0 / 0.0959 / 0
==> placed cells by master (no fill, tap or decap) <==
master / n
or4_1: 1
o21ai_0: 1
nor4_2: 1
nand4_1: 4
or3_4: 1
nor3_1: 1
inv_1: 1
nand2_1: 1
a221oi_1: 1
nor4_1: 14
a21oi_1: 1
a21oi_4: 1
nor2_1: 3
nor2b_1: 63
clkdlybuf4s50_1: 133
nand3_1: 1
buf_4: 1
conb_1: 64
==> cells by family (layout without fill, tap and decap cells) <==
family                 count (synthesis)  count (layout)  synth area share (%)
buffers and inverters                135             135                  62.4
other                                  1              64                 0.235
AOI/OAI and AO/OA                      4               4                  2.19
and+or+nand+nor                       90              90                  35.2
==> final cells by class <==
| class | count | area [µm²] |
|---|---|---|
| well taps | 384 | 480 |
| multi-input cells | 158 | 838 |
| fillers | 3326 | 26000 |
| repair buffers | 134 | 1340 |
| inverters | 1 | 3.75 |
Power and IR drop assume default switching activity.
